`flow/design.v`:
```
`timescale 1ns / 1ps
module Top_Module(
    input clk,
    input [7:0] sw,
    output [15:0] led
);
    wire [7:0] A, B;
    wire [15:0] ExactProduct, ApproxProduct;
    assign A = sw[7:4];   
    assign B = sw[3:0];   
    assign ExactProduct = A * B;
    assign ApproxProduct = {8'b0, A[3:0] * B[3:0]};   
    assign led = ApproxProduct;   
endmodule
```
`flow/run.sh`:
```
#!/bin/bash
# OpenROAD 26Q1-2900-gdf79404cd8, Yosys 0.63+post, stock flow scripts
make -C /OpenROAD-flow-scripts/flow DESIGN_CONFIG=/design/flow/config.mk WORK_HOME=/design/flow/orfs finish
```
`flow/constraint.sdc`:
```
current_design Top_Module

set clk_period 2.4
set clk_io_pct 0.2

create_clock -name clk0 -period $clk_period

set non_clock_inputs [all_inputs -no_clocks]
set_input_delay [expr $clk_period * $clk_io_pct] -clock clk0 $non_clock_inputs
set_output_delay [expr $clk_period * $clk_io_pct] -clock clk0 [all_outputs]
```
`flow/config.mk`:
```
export PLATFORM = sky130hd
export DESIGN_NAME = Top_Module
export DESIGN_NICKNAME = Top_Module
export VERILOG_FILES = /design/flow/design.v
export SDC_FILE = /design/flow/constraint.sdc
export NUM_CORES = 4
export LEC_CHECK = 1
export CORE_AREA = 10 10 70 70
export DIE_AREA = 0 0 80 80
```
==> metrics.yaml <==
placement:
  gp_congestion: 0.680
  dp_worst_setup_slack_ns: -0.926
  dp_hpwl_um: 637
  dp_cells: 92
  portBuffers: 12
  placed_area_um2: 419
sta:
  holdWs_ns: 1.55
  worst_slack_ns: -0.0436
  setup_viol: 1
  hold_viol: 0
  drv_slew: 0
  max_clock_freq_mhz: 409
  period_needed_ns: 2.44
  rsz0062_at_grt: "yes"
  fin_crit_sh_pct: 102
  fin_setup_tns_ns: -0.0436
floorplanning:
  num_rows: 21
  core_mm2: 0.00342
  die_area_mm2: 0.00640
  die_h_um: 80
  io_pins: 25
  die_x_um: 80
  fp_util_pct: 7.84
final_layout:
  final_layout_top_logic_cells: "conb_1 (12), clkdlybuf4s50_1 (4)"
  nFillCells: 400
  design_area_um2: 460
  numSequentialCells: 0
  regArea_um2: 0
  areaGrowthSynthToFinish_pct: 72.0
  final_common_cell: "conb_1"
  drive_gt1_share_pct: 41.3
  nClkBuffers: 0
  fin_cells: 92
  fin_util_pct: 13.5
global_route:
  grt_pass1_wl_um: 1170
  grt_pass1_vias: 254
  grtUsageTotal_pct: 2.20
  grt_overflow: 0
  grt_start_max_net_pins: 5
  antenna_found_initial: 0
route:
  drt-pass1-iter-count: 1
  route.antenna.remaining_nets: 0
  wirelength_um: 748
  detail_route.wl_per_cell_um: 8.13
  antenna_cells: 0
  drc: 0
  vias_per_cell: 2.35
  vias: 216
  drt_iter0_markers: 0
power_and_ir_drop:
  power_uw: 71.9
  ir_worst_vdd_v: 0.0000226
  leakage_nw: 0.211
  powerDensity_mw_per_mm2: 156
critical_path:
  crit_end: "led[3]"
  cp_num_buf_inv: 2
  critical_path_peak_fanout: 2
  worstPathRequired_ns: 1.92
  path_class: "in2out"
  slowest_stage: "ha_4"
  crit_arrival_ns: 1.96
  crit_start: "sw[4]"
  cp-start-kind: "primary input"
  cp_top_family: "adder cells"
  cp_slowest_stage_delay_ns: 0.26
  crit_cells: 9
  cpMostUsedCell: "ha_4"
  path_cells: "buf_6 -> and2_4 -> ha_4 -> ha_4 -> ha_4 -> xnor2_2 -> xnor2_1 -> xnor3_1 -> buf_2"
  crit_path_end_kind: "primary output"
run_status:
  run_status: "finished, violations left"
  violations: "negative setup slack"
clock_network:
  postCtsSetupBuffers: 0
  hold_buffers: 0
flow_run:
  warnings: 35
  drv_cap: 0
worst_hold_path:
  min_path_type: "in2out"
  hold_depth: 5
yosys:
  synth_area_um2: 268
  ys_seq_share_pct: 0
  avgSynthCellArea_um2: 8.37
  synthCells: 32
  yosysChipArea_um2: 268
  synth_cell_types: 11
  yosys_cells: 32
  yosys_warnings: 0
-- cell usage after synthesis --
cell	count	area, µm²
buf_4	12	90.1
ha_1	4	50.1
conb_1	1	3.75
xnor2_1	2	17.5
nand2_2	1	6.26
and2_1	3	18.8
xnor3_1	1	22.5
xnor2_2	1	16.3
xor2_1	1	8.76
nand2_1	3	11.3
and2_2	3	22.5
-- power breakdown --
group	internal (mW)	total, mW	switching [mW]	leakage (nW)
Sequential	0	0	0	0
Clock	0	0	0	0
Combinational	0.0494	0.0719	0.0225	0.211
Total	0.0494	0.0719	0.0225	0.211
-- area by class of cell --
cell class | instances | area (µm²) | share of cell area (%)
multi-input cells | 31 | 270 | 58.7
well taps | 46 | 57.6 | 12.5
repair buffers | 15 | 133 | 28.8
-- logic make-up after synthesis --
logic type	share of synthesized area, %
xor+xnor	24.3
fa+ha+maj	18.7
buf+inv	33.6
other cells	1.40
simple gates	22.0
-- layer usage --
| metal | vias to the layer above | track usage (%) | share of wire, % | routed length [µm] |
|---|---|---|---|---|
| met1 | 97 | 2.78 | 43 | 321 |
| met2 | 14 | 3.53 | 45 | 335 |
| met5 | - | 0 | 0 | 0 |
| li1 | 105 | - | - | - |
| met4 | 0 | 0 | 0 | 0 |
| met3 | 0 | 1.02 | 12 | 91 |
-- worst min path at each step --
stage / startpoint / endpoint
4_1_cts: sw[1] / led[3]
5_1_grt: sw[2] / led[3]
6_report: sw[2] / led[3]
-- what timing repair did --
| item | in CTS | in global routing |
|---|---|---|
| setup endpoints to repair | 3 | 1 |
| pin swaps | 7 | 0 |
| resized | 32 | 1 |
Power is estimated from default activity; no workload was simulated.
