## design/flow/design.v

```verilog
`timescale 1ns / 1ps
module MultiplierComparator #(parameter N = 8) (
    input  [N-1:0] A,
    input  [N-1:0] B,
    output [2*N-1:0] ExactProduct,
    output [2*N-1:0] ApproxProduct,
    output [2*N-1:0] Error
);
    assign ExactProduct = A * B;
    wire [N-1:0] A_approx = {A[N-1:2], 2'b00};
    wire [N-1:0] B_approx = {B[N-1:2], 2'b00};
    assign ApproxProduct = A_approx * B_approx;
    assign Error = (ExactProduct > ApproxProduct) ? 
                   (ExactProduct - ApproxProduct) : 
                   (ApproxProduct - ExactProduct);
endmodule
```

## design/flow/run.sh

```bash
#!/bin/bash
# OpenROAD 26Q1-2900-gdf79404cd8, Yosys 0.63+post, stock flow scripts
make -C /OpenROAD-flow-scripts/flow DESIGN_CONFIG=/design/flow/config.mk WORK_HOME=/design/flow/orfs finish
```

## design/flow/config.mk

```make
export PLATFORM = sky130hd
export DESIGN_NAME = MultiplierComparator
export DESIGN_NICKNAME = MultiplierComparator
export VERILOG_FILES = /design/flow/design.v
export SDC_FILE = /design/flow/constraint.sdc
export NUM_CORES = 4
export LEC_CHECK = 1
export CORE_UTILIZATION = 40
```

## design/flow/constraint.sdc

```tcl
current_design MultiplierComparator

set clk_period 6.9
set clk_io_pct 0.2

create_clock -name clk0 -period $clk_period

set non_clock_inputs [all_inputs -no_clocks]
set_input_delay [expr $clk_period * $clk_io_pct] -clock clk0 $non_clock_inputs
set_output_delay [expr $clk_period * $clk_io_pct] -clock clk0 [all_outputs]
```

==> impl_metrics.env <==
# source this file to load flow results
export IMPL_yosys_cells=505
export IMPL_placed_area_sq_mm=0.00594
export IMPL_grt_pass1_wl_microns=17900
export IMPL_setup_worst_path_class="in2out"
export IMPL_io_buffers=60
export IMPL_cp_endpoint="Error[15]"
export IMPL_grt_setup_unrepaired="yes"
export IMPL_ioPinCount=64
export IMPL_layout_drive_gt1_share_pct=41.9
export IMPL_cp_top_family="adder cells"
export IMPL_die_x_microns=102
export IMPL_postRouteAntennaNets=0
export IMPL_lay_top_cells="166 x buf_4, 95 x inv_1, 61 x ha_1"
export IMPL_dp_hpwl_microns=9470
export IMPL_via_per_inst=4.80
export IMPL_drc=0
export IMPL_antenna_found_initial=0
export IMPL_synth_seq_share_pct=0
export IMPL_worstPathCellList="buf_8 > buf_6 > and2_4 > fa_1 > fa_1 > fa_1 > inv_2 > fa_1 > inv_1 > ha_2 > or3_4 > a221oi_4 > nor2_1 > nor2_1 > xor2_1 > ha_1 > a21o_1 > buf_6 > or3_4 > a31oi_4 > o21ai_2 > a2111o_1 > o2111a_1 > buf_2"
export IMPL_core_area_sq_mm=0.00977
export IMPL_grt_usage_pct=22.1
export IMPL_warnings=45
export IMPL_synthCells=505
export IMPL_cp_common_cell="fa_1"
export IMPL_syn_area_sq_mm=0.00404
export IMPL_dp_slack_ns=-2.35
export IMPL_die_height_microns=102
export IMPL_setup_worst_path_end_class="output port"
export IMPL_initial_core_util_pct=41.3
export IMPL_setup_viol_count_final=15
export IMPL_crit_start="B[4]"
export IMPL_ys_warn_count=0
export IMPL_overflow=0
export IMPL_final_area_sq_mm=0.00660
export IMPL_crit_path_top_delay_cell="fa_1"
export IMPL_chip_area_sq_mm=0.0105
export IMPL_fin_tns_setup_ns=-20.12
export IMPL_fill_cells=802
export IMPL_seq_cells=0
export IMPL_largest_area_cell="fa_1"
export IMPL_relSlewSlack_pct=66.3
export IMPL_cp_num_cells=24
export IMPL_maxCapViolations=0
export IMPL_fin_ws_ns=-1.44
export IMPL_grt_start_max_net_pins=9
export IMPL_finalHoldViolCount=0
export IMPL_syn2layout_area_growth_pct=63.5
export IMPL_fmax_mhz=120
export IMPL_wl_per_cell_microns=13.0
export IMPL_cp_num_buf_inv=6
export IMPL_num_rows=36
export IMPL_yosysChipArea_sq_mm=0.00404
export IMPL_timing_hold_ws_ns=3.58
export IMPL_cp_max_fo=5
export IMPL_firstDrtPassIters=4
export IMPL_lay_top_count="buf_4"
export IMPL_grt_pass1_vias=3819
export IMPL_maxSlewViolCount=0
export IMPL_drt_total_wl_microns=11300
export IMPL_hold_class="in2out"
export IMPL_violations="setup timing"
export IMPL_clock_buffers=0
export IMPL_yosys_top_cells_area="fa_1 22%, ha_1 22%, inv_1 9.6%"
export IMPL_worst_slew_pin_slew_ns=0.502
export IMPL_syn_avg_cell_area_sq_um=7.99
export IMPL_gp_congestion=0.871
export IMPL_synth_cell_types=54
export IMPL_outcome="finished with violations"
export IMPL_vias=4185
export IMPL_period_minus_slack_ns=8.34
export IMPL_seq_area_sq_um=0
export IMPL_yosys_area_top_type_share_pct=21.8
export IMPL_cts_hold_buf=0
export IMPL_start_kind="input pin"
export IMPL_n_antenna_cell=0
export IMPL_cp_data_required_time_ns=5.52
export IMPL_finalCritPeriodShare_pct=121
export IMPL_drt_iter0_drc=120
export IMPL_arrival_ns=6.96
export IMPL_cpPeakStageDelay_ns=0.56
==> synth_stat cells, types with 2 or more instances <==
cell,n
inv_1,103
ha_1,70
and2_1,59
fa_1,44
a21oi_1,23
nand2_1,23
xnor2_1,23
o21ai_0,21
nor2_1,18
a21o_1,12
mux2i_1,10
xor2_1,10
nand3_1,8
buf_4,7
nor3_1,7
o21a_1,6
a31oi_1,5
o21bai_1,5
buf_2,4
a41oi_1,3
nand2b_1,3
or3_1,3
a21boi_0,2
a221oi_1,2
nand3b_1,2
nor2b_1,2
o211ai_1,2
o31a_1,2
==> through the flow <==
step | util [%] | instances
detailed placement | 60.7 | 837
floorplan | - | 508
CTS | 64.3 | 862
global placement | 60.7 | 837
finish | 67.5 | 872
global route | 67.5 | 872
==> per-layer routing <==
metal  track usage [%]  vias to the layer above  part of all wire [%]
met5                 0                        -                     0
met4             0.440                        0                     0
met3              1.53                        0                   5.4
met2              35.3                      101                    47
met1              35.3                     1973                    48
li1                  -                     2111                     -
==> tightest hold or removal path: cells and delay by family <==
kind,cells,cell delay [ns]
buffers and inverters,3,0.66
and+or+nand+nor,1,0.16
==> cell families after synthesis <==
kind of cell	Yosys count	share of synthesized area (%)
AND/OR/NAND/NOR	136	18.9
multiplexers	11	2.76
adder cells (fa/ha/maj)	114	43.5
AND-OR/OR-AND	94	15.5
other	1	0.0929
buffers and inverters	116	12.0
XOR/XNOR	33	7.16
==> repair_timing <==
item	in CTS	in global routing
gates resized	189	65
setup endpoints to repair	30	28
gates cloned	1	0
pin swaps	67	46
buffers inserted	28	14
==> worst min-delay path by stage <==
stage	start	to	depth (start not counted)
CTS	A[0]	Error[1]	7
global route	B[2]	ApproxProduct[4]	4
finish	B[2]	ApproxProduct[4]	4
==> final cells by class <==
class	count	area, sq um	share of cell area, %
Inverter	103	387	5.86
Multi-Input combinational cell	393	4090	62.0
Tap cell	133	166	2.52
Timing Repair Buffer	243	1960	29.7
